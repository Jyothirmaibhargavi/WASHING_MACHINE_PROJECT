==> flow/design.v <==
module washing_machine (clk,res,start,pause,done);
parameter IDLE = 6'b000001; 
parameter FILL = 6'b000010;
parameter WASH = 6'b000100;
parameter RINSE= 6'b001000;
parameter SPIN = 6'b010000;
parameter DONE = 6'b100000;
input clk,res,start,pause;
output reg done;
reg [5:0]state,next_state;
reg[7:0] count;                  
  parameter FILL_CYCLES  = 5;
  parameter WASH_CYCLES  = 10;
  parameter RINSE_CYCLES = 7;
  parameter SPIN_CYCLES  = 4;
always @(posedge clk or posedge res) begin
  if (res) begin
  state<=IDLE;
  count<=0;
  done<=0;
  end
  else if (!pause) begin   
  state<=next_state;
  if (state!=next_state)
   count<=0;
  else 
   count<=count+1;
   done<=(next_state==DONE);
  end 
 end
always @(*) begin
    next_state=state;            
case(state)
    IDLE: begin
	 if(start) next_state=FILL;   
	end 
	FILL: begin
	 if(count>=FILL_CYCLES-1) next_state=WASH;    
	end 
    WASH: begin
	 if(count>=WASH_CYCLES-1) next_state=RINSE;   
	end 
    RINSE: begin
	 if(count>=RINSE_CYCLES-1) next_state=SPIN;  
	end 
    SPIN: begin
	 if(count>=SPIN_CYCLES-1) next_state=DONE;  
	end 
   DONE: begin
	 next_state=IDLE;                            
	end 
	default : next_state=IDLE;
	endcase
   end	
endmodule
==> flow/run.sh <==
#!/bin/bash
# OpenROAD 26Q1-2900-gdf79404cd8, Yosys 0.63+post, stock flow scripts
make -C /OpenROAD-flow-scripts/flow DESIGN_CONFIG=/design/flow/config.mk WORK_HOME=/design/flow/orfs finish
==> flow/config.mk <==
export PLATFORM = sky130hd
export DESIGN_NAME = washing_machine
export DESIGN_NICKNAME = washing_machine
export VERILOG_FILES = /design/flow/design.v
export SDC_FILE = /design/flow/constraint.sdc
export NUM_CORES = 4
export LEC_CHECK = 1
export CORE_AREA = 10 10 90 90
export DIE_AREA = 0 0 100 100
==> flow/constraint.sdc <==
current_design washing_machine

set clk_period 4.7
set clk_io_pct 0.2

create_clock -name clk0 -period $clk_period [get_ports {clk}]

set non_clock_inputs [all_inputs -no_clocks]
set_input_delay [expr $clk_period * $clk_io_pct] -clock clk0 $non_clock_inputs
set_output_delay [expr $clk_period * $clk_io_pct] -clock clk0 [all_outputs]
==> run notes <==
yosys + openroad results -> Worst IR Drop VDD=0.000230 V, number of enable-type register cells in the synthesized netlist=0, worst-path maximum fanout=14, wire length of the first global-routing pass=3.59 mm, number of instances on the worst hold path=1, instance tally after logic synthesis=111, global-route total usage across every layer=0.0413, max-slew violation count=0, total power density per cell area=358 nW/um^2, post-route setup TNS=0 ps, top cells by area in the synthesized netlist=dfrtp_1 35%, ha_1 5.0%, nor2_1 3.4%, signal arrival time at the worst endpoint=2610 ps, total gr overflow=0, period utilisation layout=0.520, deepest clock path buffer count=2, startpoint types=input port, library cell occupying the most area in the post-synthesis netlist=dfrtp_1, clock latency at the later pin of the worst-skew pair=240 ps, number of logged tool warnings=29, top-level I/O count=5, Switch Pwr=150 uW, clock buffer count from CTS=3, Core Box Area=6280 sq um, R2R Path Start=state[0]$_DFFE_PP1N_, worst min-delay path class=register to register, Cell Int Power=263 uW, slowest stage cell, crit path=clkdlybuf4s50_1, maximum frequency from static timing analysis=409 MHz, clock-pin slew on the worst setup and hold paths=60 ps, minimum clock period=2440 ps, number of buffers added for setup after CTS=0, CP Depth=5, hold slack=481 ps, Setup-failing EPs final=0, number of antenna violations at the first check in global routing=0, I/O Buffers=4, cells traversed along the worst timing path=clkdlybuf4s50_1 -> clkinv_1 -> o311ai_2 -> nor2_2 -> nor3_2, yosys synthesis warning count=1, share of power burned in registers=0.428, Distinct cells, synth=41, share of cells above drive strength 1=0.125, routed via count=806, Final Non-Filler Cells=189, cell count of the worst reg-to-reg path=5, critical path endpoint category=register, area of the mapped netlist=1000 sq um, chip footprint=10000 sq um, most frequent cells after synthesis=14 x dfrtp_1, 9 x nor2_1, 8 x nand2_1, placed instance count=185, switching share of power=0.364, Bufs and invs on worst path=2, detailed router's first-iteration violation count=95, relative contribution of combinational cells to total power=0.320, post-detailed-route via-to-cell ratio=4.26, Detailed Routing Iterations Pass 1=4, unrepaired setup endpoints after global routing=no, detailed-placement wirelength estimate=1.54 mm, Sink Count=15, CP Launch Point=pause, vertical die size=100 microns, Root Buffer Master=clkbuf_8, area overhead of the layout relative to synthesis=15.5%, Placement Rows=29, type of the setup path with the least slack=input port to register, top flip-flop cell by instance count after synthesis=dfrtp_1, post-detailed-route wirelength per cell=10.8 microns, average cell area after synthesis=9.01 sq um, share of synthesized area occupied by flip-flops and latches=0.377, final estimated routing congestion in global placement=0.887, number of failing hold endpoints at the final stage=0, outcome=completed, Worst Clk Skew=1.57 ps, post-synth area from yosys stat=1000 sq um, hold path startpoint=done$_DFFE_PP0N_, CP delay by family, top=buffers and inverters, share of flip-flops with an asynchronous set or reset after synthesis=1.00, Post-CTS Hold Buffers=0, required time worst endpoint=4870 ps, post-synthesis register bit count=15, transition time at the pin with the least slew margin=585 ps, # diodes=0, largest net degree at the start of global routing=16, count of nets left with antenna violations after detail routing=0, reported max-cap violation count=0, yosys stat cell total=111, clock tree from TritonCTS=yes, clock group share of total power=0.253, total leakage power=0.497 nW, number of global-route vias before repair=759, share of Yosys cell area claimed by the top area cell type=0.350, post-cts resize count=0, horizontal die dimension=100 microns, number of remaining DRC errors=0, routed wire length=2.04 mm, worst slew margin relative to its limit=0.610, Worst path max stage delay=770 ps, htree depth=1, Init Core Util=0.159, top-count cell post-synth=dfrtp_1
## worst paths after layout
check                                  endpoint  slack [ps]
setup / recovery           count[2]$_DFFE_PP0N_        2260
hold reg to reg                done$_DFFE_PP0N_         480
min in group asynchronous      done$_DFFE_PP0N_        1070
setup reg to reg           count[3]$_DFFE_PP0N_        2610
max in group asynchronous  state[4]$_DFFE_PP0N_        3250
hold / removal                 done$_DFFE_PP0N_         480
## registers in the layout (all words and copies together) (netlist names)
| signal | count |
|---|---|
| done | 1 |
| state | 6 |
| count | 8 |
## cell families (layout without fill, tap and decap cells)
| kind of cell | count (synthesis) | in the layout | share of synthesized area |
|---|---|---|---|
| adder cells (fa/ha/maj) | 4 | 4 | 0.0501 |
| AND-OR/OR-AND | 26 | 26 | 0.202 |
| buffers and inverters | 14 | 15 | 0.0526 |
| AND/OR/NAND/NOR | 47 | 47 | 0.275 |
| flip-flops | 15 | 15 | 0.377 |
| XOR/XNOR | 5 | 5 | 0.0438 |
## power groups by stage
stage | Clock [mW] | Sequential [mW] | Combinational (mW)
after CTS | 0.106 | 0.176 | 0.133
final | 0.104 | 0.177 | 0.132
after global routing | 0.111 | 0.181 | 0.154
## through the flow
step | cell area, sq um | util | total power [mW] | setup WS, ps
after floorplan | 1000 | - | 0.280 | 2730
after global placement | 1110 | 0.177 | 0.309 | 2030
after detailed placement | 1110 | 0.177 | 0.310 | 2010
after CTS | 1150 | 0.184 | 0.415 | 2250
after global routing | 1150 | 0.184 | 0.445 | 2070
final | 1150 | 0.184 | 0.413 | 2260
## cell usage in the layout, fill, tap and decap left out, types with 3 or more instances in the layout
master and instances:
a21oi_1 4, a31oi_1 3, and3_1 3, clkbuf_8 3, clkdlybuf4s50_1 4, dfrtp_1 14
ha_1 4, inv_1 6, nand2_1 8, nand3_1 3, nor2_1 9, nor3_1 5
nor4_1 4, o21ai_0 4, xor2_1 3
## cell type report
| type | instances | area, sq um |
|---|---|---|
| clock buffers | 4 | 45.0 |
| fillers | 680 | 5120 |
| inverters | 7 | 26.3 |
| multi-input cells | 82 | 571 |
| flip-flops and latches | 15 | 377 |
| well taps | 77 | 96.3 |
| repair buffers | 4 | 40.0 |
## metal layers
| metal | wire, microns | GRT usage | vias to the layer above |
|---|---|---|---|
| met3 | 119 | 0.00972 | 2 |
| met1 | 1140 | 0.0640 | 369 |
| met2 | 778 | 0.0597 | 26 |
| li1 | - | - | 409 |
| met4 | 4 | 0.00109 | 0 |
| met5 | 0 | 0 | - |
Power figures rest on the tool's default switching activity, not on a simulated workload.
